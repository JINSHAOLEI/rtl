**flow/config.mk**
```make
export PLATFORM = sky130hd
export DESIGN_NAME = device_regs_withfunction
export DESIGN_NICKNAME = device_regs_withfunction
export VERILOG_FILES = /design/flow/design.v
export SDC_FILE = /design/flow/constraint.sdc
export NUM_CORES = 4
export LEC_CHECK = 1
export CORE_AREA = 10 10 107 107
export DIE_AREA = 0 0 117 117
```
**flow/constraint.sdc**
```tcl
current_design device_regs_withfunction

set clk_period 3.6
set clk_io_pct 0.2

create_clock -name clk0 -period $clk_period [get_ports {clk}]

set non_clock_inputs [all_inputs -no_clocks]
set_input_delay [expr $clk_period * $clk_io_pct] -clock clk0 $non_clock_inputs
set_output_delay [expr $clk_period * $clk_io_pct] -clock clk0 [all_outputs]
```
**flow/design.v**
```verilog
module device_regs_withfunction
#(parameter ADDRWIDTH=4,DATAWIDTH=8)
(
input      [ADDRWIDTH-1:0] addr    ,
input                      wen     ,
input      [DATAWIDTH-1:0] wr_data ,
input                      ren     ,
output reg [DATAWIDTH-1:0] rd_data ,
input                     clk      ,
input                     rst
);
reg [DATAWIDTH-1:0] reg0,reg1,reg2,reg3 ;
reg [DATAWIDTH-1:0] rd_data_nxt         ;
function [DATAWIDTH-1:0] dev_reg_nxt;
    input [ADDRWIDTH-1:0] addr       ;
    input [ADDRWIDTH-1:0] reg_offset ;
    input                 wen        ;
    input [DATAWIDTH-1:0] wr_data    ;
    input [DATAWIDTH-1:0] dev_reg    ;
	    begin
		    dev_reg_nxt = ((addr==reg_offset)&&wen)?wr_data:dev_reg ;
	    end
endfunction
always@(posedge clk)begin
    if(rst)begin
	    reg0 <= 'b0 ;
	    reg1 <= 'b0 ;
	    reg2 <= 'b0 ;
	    reg3 <= 'b0 ;
	end
	else begin
	    reg0 <= dev_reg_nxt(addr,4'b0000,wen,wr_data,reg0);
	    reg1 <= dev_reg_nxt(addr,4'b0001,wen,wr_data,reg1);
	    reg2 <= dev_reg_nxt(addr,4'b0010,wen,wr_data,reg2);
	    reg3 <= dev_reg_nxt(addr,4'b0011,wen,wr_data,reg3);
	    rd_data <= rd_data_nxt ;
	end
end
always@(*)begin
    rd_data_nxt = rd_data ;
	if(ren)begin
	    case(1'b1)
		    (addr == 4'b0000): rd_data_nxt = reg0 ;
		    (addr == 4'b0001): rd_data_nxt = reg1 ;
		    (addr == 4'b0010): rd_data_nxt = reg2 ;
		    (addr == 4'b0011): rd_data_nxt = reg3 ;
		endcase
	end
end
endmodule
```
**flow/run.sh**
```bash
#!/bin/bash
# OpenROAD 26Q1-2900-gdf79404cd8, Yosys 0.63+post, stock flow scripts
make -C /OpenROAD-flow-scripts/flow DESIGN_CONFIG=/design/flow/config.mk WORK_HOME=/design/flow/orfs finish
```
==> run summary <==
clk_skew - 0.002872 ns
GRT overflow - 0
drt first pass iters - 4
Die Footprint - 13690 um2
CP Cell Sequence - clkdlybuf4s50_1 > nor2_2 > nand4b_1 > mux2i_1
YS chip area - 1932 um2
Avg Cell Area, Syn - 10.67 um2
Data arrival, critical path - 2.68 ns
CTS tree - done
core occupancy in the finished layout - 25.50%
post-cts resize count - 0
Post-route DRC - 0
CTS sink cnt - 40
chip width - 117 um
tool warnings - 25
clk root buf - clkbuf_8
Worst-path clk slew - 0.07 ns
Post-Syn Area - 1932 um2
Vias/cell - 4.083
Hold-fix buffers, CTS - 0
hold_ws - 0.4788 ns
cell row count - 35
Area growth, synth to finish - 21.37%
flop and latch count out of synthesis - 40
GP Congestion - 0.7827
number of buffers created by CTS - 5
Initial Util - 21.01%
period utilization - 68.74%
P_leak - 0.9396 nW
Ports - 24
FMAX - 404.1 MHz
largest net degree at the start of global routing - 28
status - finished clean
Pwr Density - 368.0 nW/um2
Buf/Inv on CP - 1
setup TNS - 0 ns
CP startpoint kind - input pin
Critical Path Sink Type - flip-flop
worst skew pair latency - 0.29 ns
Total Routed Length - 3937 um
# Max-Cap Violations - 0
Peak supply drop - 0.1147 mV
CP required - 3.81 ns
GRT Total Usage - 5.828%
Crit Path Category - in2reg
Longest Clk Path Bufs - 2
global-route wire length before repair - 6334 um
Core Area - 9196 um2
initial antenna violation count - 0
Yosys cell types - 19
final cell count without fillers - 313
Tmin final - 2.475 ns
vias in the first global route - 1152
worst slack at placement - 0.8292 ns
via count - 1278
Finish-stage setup viols - 0
Critical Path Max Stage Delay - 0.68 ns
H-tree Lvls - 2
PortBufs - 23
worst hold path class - reg2reg
final worst slack - 1.125 ns
post-route cell area - 2345 um2
RSZ-0062 raised after global routing - false
DP HPWL - 2740 um
placed cells - 305
sequential fraction of the synthesis area - 45.60%
Placement Cell Area - 2245 um2
Total Power - 0.8628 mW
Die Span Y - 117 um
fin. max-slew vios - 0
final hold violation count - 0
Worst Tran Pin Value - 0.6839 ns
share of layout cells above drive strength 1 - 6.931%
DR WL/cell - 12.58 um
Synth Warn # - 1
drt initial violations - 72
fillcell total - 954
Final ANT Viol Nets - 0
Syn Inst Count - 181
post-synthesis cell count from yosys - 181
delay-heaviest family, CP - simple AND/OR/NAND/NOR gates
Worst slew margin - 54.16%
critical path fanouts, max - 15
most frequent cells in the layout - 40 x mux2i_1, 40 x nand2b_1, 32 x dfxtp_1
Antenna diodes - 0
Critical-path top delay cell - nand4b_1
setup repair bufs after CTS - 0
sequential cells by signal, summed over array words and instances (netlist names):
signal / count
rd_data: 8
reg0: 8
reg1: 8
reg2: 8
reg3: 8
cell usage after synthesis, drive strengths merged:
library cell	n	area, um2
o21ai	16	80.08
nand3b	8	60.06
dfxtp	32	640.6
a22o	8	70.07
nand2b	40	250.2
nand4b	1	8.760
edfxtp	8	240.2
and4b	1	10.01
nor4b	1	8.760
nand4	1	21.27
buf	11	78.82
clkbuf	4	15.01
nand2	8	30.03
nand4bb	1	11.26
mux2i	40	400.4
nor2	1	6.260
kinds of logic (layout without fill, tap and decap cells):
| logic type | count (synthesis) | in the layout | share of synthesized area, % |
|---|---|---|---|
| and+or+nand+nor | 62 | 62 | 21.05 |
| muxes | 40 | 40 | 20.73 |
| DFF | 40 | 40 | 45.60 |
| AOI/OAI and AO/OA | 24 | 24 | 7.772 |
| buffers and inverters | 15 | 36 | 4.857 |
area by class of cell:
cell class / count / area [um2] / area share, %
multi-input combinational: 126 / 957.2 / 40.82
timing repair buffer: 28 / 267.8 / 11.42
clock buffer: 8 / 100.1 / 4.269
tap: 111 / 138.9 / 5.923
sequential: 40 / 880.8 / 37.57
worst reg2reg max path: cells and delay by family, from the launching register on:
kind	cells	cell delay (ns)
simple gates	1	0.07
compound gates	2	0.39
flops	1	0.34
where the power goes:
| part | leakage [nW] | switching, mW | internal [mW] |
|---|---|---|---|
| combinational | 0.546 | 0.0370 | 0.0392 |
| sequential | 0.342 | 0.00277 | 0.461 |
| clock | 0.0515 | 0.148 | 0.175 |
final timing paths:
check / depth (start not counted) / slack (ns) / start / end
worst max-delay path: 4 / 1.13 / addr[3] / reg1[1]$_SDFFE_PP0P_
worst max register to register: 3 / 2.56 / reg2[4]$_SDFFE_PP0P_ / rd_data[4]$_DFFE_PP_
worst min register to register: 2 / 0.48 / reg1[4]$_SDFFE_PP0P_ / reg1[4]$_SDFFE_PP0P_
worst min-delay path: 2 / 0.48 / reg1[4]$_SDFFE_PP0P_ / reg1[4]$_SDFFE_PP0P_
per-layer routing:
metal  wire, um  track usage, %  vias to the layer above  part of all wire (%)
met5          0               0                        -                     0
met4         14          0.9061                        0                  0.36
met3        215           1.342                        2                   5.5
met2       1676           8.474                       24                    43
met1       2031           8.792                      580                    52
li1           -               -                      672                     -
Power figures rest on the tool's default switching activity, not on a simulated workload.
